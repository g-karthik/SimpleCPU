**flow/config.mk**
```make
export PLATFORM = sky130hd
export DESIGN_NAME = Memory
export DESIGN_NICKNAME = Memory
export VERILOG_FILES = /design/flow/design.v
export SDC_FILE = /design/flow/constraint.sdc
export NUM_CORES = 4
export LEC_CHECK = 1
export CORE_AREA = 10 10 70 70
export DIE_AREA = 0 0 80 80
```
**flow/run.sh**
```bash
#!/bin/bash
# OpenROAD 26Q1-2900-gdf79404cd8, Yosys 0.63+post, stock flow scripts
make -C /OpenROAD-flow-scripts/flow DESIGN_CONFIG=/design/flow/config.mk WORK_HOME=/design/flow/orfs finish
```
**flow/design.v**
```verilog
module Memory(opcode,data,addr,clk);
output [3:0] data;
output [3:0] opcode;     
input  [3:0] addr;
input clk;
reg [3:0] data;
reg [3:0] opcode;
reg [3:0] memdata [15:0];
initial
        begin
        memdata[0] = 4'b0000;
        memdata[1] = 4'b1100;
        memdata[2] = 4'b0000;
        memdata[3] = 4'b1111;
        memdata[4] = 4'b0000;
        memdata[5] = 4'b1101;
        memdata[6] = 4'b0000;
        memdata[7] = 4'b1011;
        memdata[8] = 4'b0000;
        memdata[9] = 4'b1100;
        memdata[10] = 4'b0000;
        memdata[11] = 4'b1000;
        memdata[12] = 4'b0000;
        memdata[13] = 4'b0000;
        memdata[14] = 4'b0000;
        memdata[15] = 4'b1101;
        end
always @(posedge clk)
        begin
                opcode = memdata[addr];
                data = memdata[addr + 1'b1];
        end
endmodule
```
**flow/constraint.sdc**
```tcl
current_design Memory

set clk_period 1.1
set clk_io_pct 0.2

create_clock -name clk0 -period $clk_period [get_ports {clk}]

set non_clock_inputs [all_inputs -no_clocks]
set_input_delay [expr $clk_period * $clk_io_pct] -clock clk0 $non_clock_inputs
set_output_delay [expr $clk_period * $clk_io_pct] -clock clk0 [all_outputs]
```
==> results.toml <==
# implementation run metrics
[floorplanning]
num_rows = 21
initCoreUtil = 0.09267
die_w_um = 80
die_h_um = 80
chipArea_um2 = 6400
num_io_pins = 13
fp.coreArea_um2 = 3416

[synthesis]
synth.avg_cell_area_um2 = 9.892
syn-cell-area_um2 = 316.6
synth-seq-cells = 8
yosys_area_um2 = 316.6
yosys_cells = 32
syn_inst = 32
synth.distinct_cells = 19
yosys_warnings = 1
synth_seq_share = 0.5059

[final_timing]
period_used_share = 0.9457
maxSlewViolCount = 0
worst_pin_slew_ps = 231.6
finalHoldViolations = 0
max_slew_margin = 0.8451
period_needed_ps = 1040
fmaxAchievable_mhz = 961.3
finalSetupViolations = 0
rsz0062_at_grt = "no"

[route]
avgViaCountPerCell = 2.808
ant_nets = 0
num_vias = 278
drc = 0
initialDrtViolationCount = 29
first_pass_iters = 2
drt-total-wl_um = 681
wire_per_inst_um = 6.879
n_antenna_cell = 0

[finish]
final_cell_area_um2 = 564.3
num-fill-cells = 391
final_layout_size_suffix_gt1_frac = 0.3208
area_delta_synth_final_pct = 78.26

[placed_design]
port_buffers = 12
placed_cell_area_um2 = 546.8
place_congestion = 0.7446
dpl.hpwl_um = 587.1

[cts]
clock-root-buffer = "clkbuf_4"
cts_buffers = 3
h-tree-depth = 1
tritoncts = "done"
cts-hold-fix-buffers = 0
cts_sinks = 8
clk_pin_slew_worst_paths_ps = 50
clk_path_buf_depth = 2

[worst_setup_path]
worst_setup_path_end_kind = "register"
worstSetupPathType = "input pin to register"
worstSetupStartpoint = "addr[0]"
cp.required_ps = 1280
startpoint_type = "input pin"
crit_fanout = 4
endpoint = "data[0]$_DFF_P_"
arrival_ps = 1220

[power]
power_leakage_nw = 0.2555
power_density_nw_per_um2 = 1126
ir_drop_mv = 0.2043
finalPower_mw = 0.6353

[outcome]
status = "completed"

[hold_path]
hp-class = "input pin to register"

[grt]
grt_overflow = 0
grt_pass1_wl_um = 1048
first_global_vias = 257
grt.total_usage = 0.02017
grt_max_degree = 8
antenna_found_initial = 0

[run]
cap_violations = 0
warning_count = 26
[worst max-delay path, cell delays in order]
cell,delay (ps)
dlygate4sd2_1,240
and2_4,170
ha_4,230
maj3_2,300
nor2_2,70
[registers in the layout, summed over array words and instances (netlist names)]
signal  cells
data        4
opcode      4
[worst min-delay path by stage]
stage                   start              end  slack (ps)  cells after the start
after CTS             addr[0]  data[0]$_DFF_P_         420                      3
after global routing  addr[0]  data[0]$_DFF_P_         430                      3
final                 addr[0]  data[0]$_DFF_P_         420                      3
[per-layer routing]
| layer | wire length [um] | track usage | vias to the layer above | share of wire |
|---|---|---|---|---|
| met3 | 102 | 0.01136 | 2 | 0.15 |
| met5 | 0 | 0 | - | 0 |
| met2 | 335 | 0.03852 | 9 | 0.49 |
| li1 | - | - | 150 | - |
| met4 | 6 | 0.008803 | 0 | 0.0088 |
| met1 | 236 | 0.01600 | 117 | 0.35 |
[cells in the mapped netlist]
cell type	count	area [um2]
and2b_2	1	8.760
buf_2	1	5.000
o21ai_0	2	10.01
nor2_1	2	7.510
o31ai_1	1	7.510
maj3_2	1	11.26
inv_2	1	3.750
nor2_2	1	6.260
a21oi_1	2	10.01
nand2_1	1	3.750
xnor2_1	1	8.760
dfxtp_1	8	160.2
nor3_1	2	10.01
a21boi_0	1	7.510
a211oi_1	1	7.510
xor2_1	1	8.760
inv_1	2	7.510
ha_1	2	25.02
and2_2	1	7.510
[what timing repair did]
| item | CTS | global route |
|---|---|---|
| buffers inserted | 1 | 0 |
| endpoints found under the hold margin | 0 | 0 |
| endpoints found under the setup margin | 11 | 0 |
| resized | 13 | 0 |
[per-stage QoR]
| stage | setup slack [ps] | TNS, ps | std cells | utilization | hold slack (ps) |
|---|---|---|---|---|---|
| global route | 36.19 | 0 | 99 | 0.1652 | 427.0 |
| detailed placement | -422.1 | -2050 | 95 | 0.1601 | 892.7 |
| global placement | -437.0 | -2069 | 95 | 0.1601 | 893.2 |
| CTS | 61.60 | 0 | 99 | 0.1652 | 420.6 |
| finish | 59.71 | 0 | 99 | 0.1652 | 421.9 |
| floorplan | 43.00 | 0 | 32 | - | 286.9 |
[cells by family (layout without fill, tap and decap cells)]
| group | after synthesis | in the layout | synth area share |
|---|---|---|---|
| flops | 8 | 8 | 0.5059 |
| simple gates | 8 | 8 | 0.1384 |
| compound gates | 7 | 7 | 0.1344 |
| buf+inv | 4 | 25 | 0.05137 |
| fa+ha+maj | 3 | 3 | 0.1146 |
| xor+xnor | 2 | 2 | 0.05535 |
[cells in the final DEF (no fill, tap or decap)]
cell / instances
a211oi_1: 1
a21boi_0: 1
a21oi_1: 2
and2_4: 1
and2b_2: 1
buf_4: 7
clkbuf_4: 3
clkdlybuf4s50_1: 1
dfxtp_1: 8
dlygate4sd2_1: 11
ha_1: 1
ha_4: 1
inv_1: 1
inv_2: 2
maj3_2: 1
nand2_1: 1
nor2_1: 2
nor2_2: 1
nor3_1: 2
o21ai_0: 2
o31ai_1: 1
xnor2_1: 1
xor2_1: 1
[where the power goes]
part           total (mW)  internal (mW)  switching [mW]
registers           0.315          0.311         0.00355
clock network       0.203          0.123          0.0794
logic               0.118         0.0726          0.0449
total               0.635          0.507           0.128
[area by class of cell]
cell class,count,area (um2),area share
Clock buffer,3,22.52,0.03991
Multi-Input combinational cell,20,153.9,0.2727
Sequential cell,8,160.2,0.2838
Timing Repair Buffer,19,158.9,0.2816
Inverter,3,11.26,0.01996
Tap cell,46,57.56,0.1020
Power figures rest on the tool's default switching activity, not on a simulated workload.
