File: /design/flow/run.sh
#!/bin/bash
# OpenROAD 26Q1-2900-gdf79404cd8, Yosys 0.63+post, stock flow scripts
make -C /OpenROAD-flow-scripts/flow DESIGN_CONFIG=/design/flow/config.mk WORK_HOME=/design/flow/orfs finish
File: /design/flow/config.mk
export PLATFORM = sky130hd
export DESIGN_NAME = fourbitsubtractor
export DESIGN_NICKNAME = fourbitsubtractor
export VERILOG_FILES = /design/flow/design.v
export SDC_FILE = /design/flow/constraint.sdc
export NUM_CORES = 4
export LEC_CHECK = 1
export CORE_AREA = 10 10 70 70
export DIE_AREA = 0 0 80 80
File: /design/flow/constraint.sdc
current_design fourbitsubtractor

set clk_period 3.3
set clk_io_pct 0.2

create_clock -name clk0 -period $clk_period

set non_clock_inputs [all_inputs -no_clocks]
set_input_delay [expr $clk_period * $clk_io_pct] -clock clk0 $non_clock_inputs
set_output_delay [expr $clk_period * $clk_io_pct] -clock clk0 [all_outputs]
File: /design/flow/design.v
module onebitadder(x,y,sum,carryout,carryin);
input x,y,carryin;
output sum,carryout;
xor XOR1(p,x,y);
xor XOR2(sum,p,carryin);
and ANDp(q,p,carryin);
and ANDxy(r,x,y);
or ORing(carryout,q,r);
endmodule
module fourbitadder(a,b,carryout,s,carryin);
input carryin;
input [3:0] a,b;
output carryout;
output [3:0] s;
onebitadder adder1(a[0],b[0],s[0],c1,carryin);
onebitadder adder2(a[1],b[1],s[1],c2,c1);
onebitadder adder3(a[2],b[2],s[2],c3,c2);
onebitadder adder4(a[3],b[3],s[3],carryout,c3);
endmodule
module fourbitsubtractor(a,b,carryout,s,carryin);
input [3:0] a,b;
output [3:0] s;
input carryin;
output carryout;
wire [3:0] m;
xor X1(m[3],b[3],1);
xor X2(m[2],b[2],1);
xor X3(m[1],b[1],1);
xor X4(m[0],b[0],1);
fourbitadder adding(a,m,carryout,s,1);
endmodule
==> metrics.yaml <==
status: "finished, final reports clean"
final_layout_size_suffix_gt1_share_pct: 20.00
post_drt_via_cell_ratio: 1.451
grt_use_total_pct: 1.205
post-cts-setup-buffers: 0
design.die.area_um2: 6400
power_per_cell_area_nw_per_um2: 112.7
grt_antenna_before_repair: 0
p_leak_uw: 0.0001308
p_sw_uw: 9.955
gp_congestion: 0.5994
global_route.usage.met3_pct: 0.7955
finalCoreUtilization_pct: 8.571
placementRows: 21
layout.sequential_cells: 0
final_critical_path_setup_slack_ns: 0.08143
topCellsByArea: "sky130_fd_sc_hd__fa_1, sky130_fd_sc_hd__buf_4, sky130_fd_sc_hd__inv_1"
synth.distinct_cells: 4
maxCapViolCount: 0
seqPwrFrac_pct: 0
cp_slowest_cell: "sky130_fd_sc_hd__clkdlybuf4s50_1"
timing_worst_setup_path_type: "input port to primary output"
ys_cells: 16
vias: 103
globalRouteMet1Util_pct: 0.9987
critPathArrivalTime_ns: 2.56
yosysChipArea_um2: 132.6
critical_path_peak_fanout: 1
tool_warnings: 34
syn_inst: 16
grt_pass1_wl_um: 614
final.clkbuf_count: 0
dr.first_iter.drc_count: 0
synthMostInstantiatedCell: "sky130_fd_sc_hd__inv_1"
pwr-share-comb_pct: 100.0
post-route-drc-count: 0
floorplan.initialDensity_pct: 3.883
cts-hold-fix-buffers: 0
post_layout_power_uw: 33.00
final_period_minus_worst_setup_slack_ns: 3.219
finalMaxSlewViolations: 0
slew_headroom_pct: 93.68
detail-route-antenna-nets: 0
avgSynthCellArea_um2: 8.289
io_buffers: 13
die_w_um: 80
fp.coreArea_um2: 3416
swShare_pct: 30.16
synthDominantCellAreaShare_pct: 45.28
end_kind: "primary output"
ys_seq_share_pct: 0
leading_cell_types_by_count_after_synthesis: "sky130_fd_sc_hd__inv_1, sky130_fd_sc_hd__buf_4, sky130_fd_sc_hd__fa_1"
avgRoutedWirePerCell_um: 5.521
num-fill-cells: 410
timing.final.setup_violations: 0
hpwl_um: 385.4
detailedRoute.firstPassIterationCount: 1
worstMarginPinSlew_ns: 0.09453
rsz0062_at_grt: "no"
gr-max-usage-layer: "met2"
critical_path.n_buffers_inverters: 3
fin_crit_sh_pct: 97.53
clkPwrFrac_pct: 0
largest_net_degree_at_the_start_of_global_routing: 2
critical_path.most_common_cell: "sky130_fd_sc_hd__fa_2"
syn_area_um2: 132.6
fmax_ghz: 0.3107
final-hold-violation-count: 0
antenna-diode-count: 0
ir_drop_mv: 0.009984
critical_path.top_delay_family: "adder cells"
worst_hold_path_type: "input port to primary output"
dp_slack_ns: -0.4183
critPathRequiredTime_ns: 2.64
layout.area.seq_um2: 0
slowest_delay_ns: 0.40
num_ports: 14
totalWireLength_um: 392
setup_total_negative_slack_ns: 0
ys.warnings.count: 7
worst_setup_sp_type: "input port"
grtUsageMet2_pct: 2.408
first_global_vias: 111
synth_top_cell_by_area: "sky130_fd_sc_hd__fa_1"
die_h_um: 80
area_delta_synth_final_pct: 120.8
crit_path_cell_trace: "clkdlybuf4s50_1 -> ha_2 -> fa_2 -> fa_2 -> inv_2 -> fa_1 -> clkbuf_2"
holdWs_ns: 2.009
internal-power_uw: 23.05
globalRoute.totalOverflow: 0
repair_timing:
action / 4_1_cts / 5_1_grt
resized: 7 / 3
pin swaps: 1 / 3
setup endpoints to repair: 3 / 1
gates cloned: 0 / 0
routing by layer:
| layer | up-vias | part of all wire (%) |
|---|---|---|
| li1 | 55 | - |
| met3 | 0 | 21 |
| met4 | 0 | 0 |
| met5 | - | 0 |
| met1 | 43 | 23 |
| met2 | 5 | 56 |
placed cells by master (no fill, tap or decap):
cell type,n
sky130_fd_sc_hd__inv_2,1
sky130_fd_sc_hd__clkbuf_2,1
sky130_fd_sc_hd__ha_2,1
sky130_fd_sc_hd__inv_1,7
sky130_fd_sc_hd__dlygate4sd2_1,2
sky130_fd_sc_hd__fa_1,1
sky130_fd_sc_hd__fa_2,2
sky130_fd_sc_hd__dlymetal6s2s_1,1
sky130_fd_sc_hd__clkdlybuf4s50_1,9
worst paths after layout:
path | startpoint | endpoint | slack, ns | cells after the start
worst min-delay path | b[3] | s[3] | 2.01 | 4
worst max-delay path | b[0] | s[3] | 0.08 | 7
power by group through the flow:
stage | clock, uW | sequential, uW | combinational (uW)
after CTS | 0 | 0 | 35.8
after global routing | 0 | 0 | 39.8
final | 0 | 0 | 33.0
cell families after synthesis:
family / count (synthesis) / synth area share, %
adder cells (fa/ha/maj): 4 / 54.72
buffers and inverters: 12 / 45.28
metrics by stage:
step | cell area [um2] | std cells
finish | 292.8 | 71
global route | 292.8 | 71
CTS | 294.0 | 71
detailed placement | 290.3 | 71
global placement | 290.3 | 71
floorplan | 132.6 | 16
area by class of cell:
cell class | instances | area, um2 | share of cell area [%]
inverters | 8 | 30.03 | 10.26
multi-input cells | 4 | 80.08 | 27.35
well taps | 46 | 57.56 | 19.66
repair buffers | 13 | 125.1 | 42.74
Power and IR drop assume default switching activity.
